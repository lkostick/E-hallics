### design/flow/constraint.sdc
current_design victim_buffer

set clk_period 10.2
set clk_io_pct 0.2

create_clock -name clk0 -period $clk_period [get_ports {clk}]

set non_clock_inputs [all_inputs -no_clocks]
set_input_delay [expr $clk_period * $clk_io_pct] -clock clk0 $non_clock_inputs
set_output_delay [expr $clk_period * $clk_io_pct] -clock clk0 [all_outputs]
### design/flow/config.mk
export PLATFORM = sky130hd
export DESIGN_NAME = victim_buffer
export DESIGN_NICKNAME = victim_buffer
export VERILOG_FILES = /design/flow/design.v
export SDC_FILE = /design/flow/constraint.sdc
export NUM_CORES = 4
export LEC_CHECK = 1
export CORE_UTILIZATION = 50
### design/flow/run.sh
#!/bin/bash
# OpenROAD 26Q1-2900-gdf79404cd8, Yosys 0.63+post, stock flow scripts
make -C /OpenROAD-flow-scripts/flow DESIGN_CONFIG=/design/flow/config.mk WORK_HOME=/design/flow/orfs finish
### design/flow/design.v
`timescale 1ns / 1ps
module victim_buffer(clk, rst, we, re, addrIn_i, addrIn_d,  
					 victimWrt_data, writeLineInd, victimRd_data_i, victimRd_data_d, 
					 hit_ind_i, hit_ind_d, hit_i, hit_d, victimIndex, emptySlots, roll, victimEv_data, ihit);	
	input clk, rst, we, re;  
	input [13:0] addrIn_i, addrIn_d;
	input [79:0] victimWrt_data;
	input [1:0] writeLineInd;
	input roll, ihit;
	output [79:0] victimRd_data_i, victimRd_data_d;
	output [1:0] hit_ind_i, hit_ind_d;
	output hit_i, hit_d;
	output [1:0] victimIndex;
	output [3:0] emptySlots;
	output [79:0] victimEv_data;
	reg [79:0] mem[0:3];
	reg [2:0] setInd;
	reg [1:0] evict_cntr;
	always @ (posedge clk) begin
		if(rst) begin
			evict_cntr <= 0;
		end
		else if(roll) begin
			evict_cntr <= evict_cntr + 1;
		end
	end
	assign victimIndex = evict_cntr;
	assign emptySlots = {mem[0][79],mem[1][79],mem[2][79],mem[3][79]};
	always @ (posedge clk ) begin
		if(rst) begin
			for(setInd = 0; setInd < 4; setInd = setInd + 1) begin
				mem[setInd] = {2'b00, 14'b0000, {64{1'bx}}};
			end
		end
		if(we) begin
				mem[writeLineInd] = victimWrt_data;
		end
	end
	initial begin
		evict_cntr = 0;
		for(setInd = 0; setInd < 4; setInd = setInd + 1) begin
			mem[setInd] = 0;
		end
	end
	wand [79:0] rd_data_i;
	wire [79:0] rd_0 = (mem[0][77:64] == addrIn_i && mem[0][79]==1) ? mem[0] : 80'bz;
	wire [79:0] rd_1 = (mem[1][77:64] == addrIn_i && mem[1][79]==1) ? mem[1] : 80'bz;
	wire [79:0] rd_2 = (mem[2][77:64] == addrIn_i && mem[2][79]==1) ? mem[2] : 80'bz;
	wire [79:0] rd_3 = (mem[3][77:64] == addrIn_i && mem[3][79]==1) ? mem[3] : 80'bz;
	assign rd_data_i = rd_0;
	assign rd_data_i = rd_1;
	assign rd_data_i = rd_2;
	assign rd_data_i = rd_3;
	assign victimRd_data_i = rd_data_i;
	wand [79:0] rd_data_d;
	wire [79:0] rd_00 = (mem[0][77:64] == addrIn_d && mem[0][79]==1) ? mem[0] : 80'bz;
	wire [79:0] rd_11 = (mem[1][77:64] == addrIn_d && mem[1][79]==1) ? mem[1] : 80'bz;
	wire [79:0] rd_22 = (mem[2][77:64] == addrIn_d && mem[2][79]==1) ? mem[2] : 80'bz;
	wire [79:0] rd_33 = (mem[3][77:64] == addrIn_d && mem[3][79]==1) ? mem[3] : 80'bz;
	assign rd_data_d = rd_00;
	assign rd_data_d = rd_11;
	assign rd_data_d = rd_22;
	assign rd_data_d = rd_33;
	assign victimRd_data_d = rd_data_d;
	wand [79:0] evict_data;
	wire [79:0] rd_4 = (evict_cntr == 0) ? mem[0] : 80'bz;
	wire [79:0] rd_5 = (evict_cntr == 1) ? mem[1] : 80'bz;
	wire [79:0] rd_6 = (evict_cntr == 2) ? mem[2] : 80'bz;
	wire [79:0] rd_7 = (evict_cntr == 3) ? mem[3] : 80'bz;
	assign evict_data = rd_4;
	assign evict_data = rd_5;
	assign evict_data = rd_6;
	assign evict_data = rd_7;
	assign victimEv_data = evict_data;
			wire hit_i = (
					(mem[0][77:64] == addrIn_i && mem[0][79]==1) || 
				   (mem[1][77:64] == addrIn_i && mem[1][79]==1) || 
				   (mem[2][77:64] == addrIn_i && mem[2][79]==1) || 
				   (mem[3][77:64] == addrIn_i && mem[3][79]==1)) ? 1 : 0;
			wire hit_d = (
					(mem[0][77:64] == addrIn_d && mem[0][79]==1)|| 
					(mem[1][77:64] == addrIn_d && mem[1][79]==1)|| 
				   (mem[2][77:64] == addrIn_d && mem[2][79]==1)|| 
				   (mem[3][77:64] == addrIn_d && mem[3][79]==1)) ? 1 : 0;
			assign hit_ind_i = 
					  (mem[0][77:64] == addrIn_i && mem[0][79]==1) ? 0 : 
					  (mem[1][77:64] == addrIn_i && mem[1][79]==1) ? 1 :
					  (mem[2][77:64] == addrIn_i && mem[2][79]==1) ? 2 :
					  (mem[3][77:64] == addrIn_i && mem[3][79]==1) ? 3 : 2'bx;
			assign hit_ind_d = 
					  (mem[0][77:64] == addrIn_d && mem[0][79]==1) ? 0 : 
					  (mem[1][77:64] == addrIn_d && mem[1][79]==1) ? 1 :
					  (mem[2][77:64] == addrIn_d && mem[2][79]==1) ? 2 :
					  (mem[3][77:64] == addrIn_d && mem[3][79]==1) ? 3 : 2'bx;
endmodule
==> ds_physical_params.txt <==
Physical implementation characteristics

Parameter                              Value

Floorplan
  Count of pins on the block boundary    368
  DIE AREA    31300 sq um
  Overall die width    177 microns
  Placeable core region    29900 sq um
  Die outline height    177 microns
  FP Util    0.512
  # rows    63

Detailed routing
  Routed wire length    32.9 mm
  Final antenna-violating net count    0
  Average detailed-routed wire length per instance    19.2 microns
  Via density per instance    4.97
  Vias    8542
  Remaining DRCs    0
  DRC violation total after the first TritonRoute iteration    449
  Iteration tally of the first detailed-router pass    6

Worst setup path
  Endpoint arrival time on the critical path    4.25 ns
  Critical path fanouts, max    4
  Crit start category    input pin
  Required time at the endpoint of the critical path    8.16 ns
  Kind of critical path    input pin to output port
  Endpoint class of the critical path    output port

Power
  Fraction of power consumed by sequential logic    0.536
  Int Pwr    2.37 mW
  Fraction of power spent switching nets    0.212
  Fraction of power consumed by combinational cells    0.090
  Leakage power figure    6.56 nW
  Net Sw Power    0.636 mW
  Max rail drop VDD    0.126 mV
  Part of the total power dissipated in the clock network    0.374
  Pwr/cell area    158 nW/um^2

Final layout
  Area used by multi-input combinational logic    4110 sq um
  Proportion of layout cells with a drive suffix above 1    0.0497
  Area used by sequential logic in the layout    9650 sq um
  Most instantiated logic cell after routing    clkdlybuf4s50_1
  Top cells excl fill/tap    clkdlybuf4s50_1, and2_1, edfxtp_1
  Area Overhead vs Synth    24.2%
  Final-layout fill cell count    2210

Clock tree
  Clock net sink count    322
  Post-CTS setup buffer count    0
  CTS Buffer Depth    3
  Worst-Skew Late Latency    0.50 ns
  Clock buffers created by TritonCTS    35
  # H-tree levels    2
  Cell resize tally after clock tree synthesis    0
  CTS clock-pin slew for the worst setup and hold paths    0.05 ns
  Post-cts hold buffer count    0
  CTS root buf    clkbuf_16
  CTS tree    done

GRT
  Wire length of the first global-routing pass    48.7 mm
  Vias in the first global route    8337
  Initial antenna violation count    8
  Gr ovfl total    0
  Largest net degree at the start of global routing    68
  Tot GR Track Use    0.230

Worst hold path
  Worst hold path class    flip-flop to flip-flop

Timing
  Post-layout min period    6.29 ns
  Final Cycle Share    0.617
  Final-layout worst hold slack    0.514 ns
  Total negative setup slack    0 ns
  Actual transition at the worst max-transition pin    0.774 ns
  Setup repair after global routing missed its margin    no
  Remaining max-slew budget at the tightest pin    0.484
  Number of hold violations in the final report    0
  Setup violation total in the final timing report    0
  Timing-limited maximum frequency    159 MHz
  Worst setup skew after layout    0.00895 ns
  Max-slew violation total from the final report    0

Flow run
  Tool warning count    28
  MaxCap Viol Count    0

Placed design
  Detailed placer's ending HPWL    21.4 mm
  Quantity of I/O buffers inserted on ports    365
  Weighted congestion reported at the end of routability-driven placement    0.943

Logic synthesis
  Cell count listed in synth_stat.txt    1120
  Yosys warning total    13
  Number of distinct library cells after synthesis    26
  Total cell area reported by yosys after synthesis    15300 sq um
  Number of synthesized register bits    322
  Combined area of all synthesized cells    15300 sq um
  Sequential element share of the synthesized area    0.631
  Average instance area after synthesis    13.7 sq um
  Post-synthesis instance total    1120

Run status
  Status    finished, final reports clean
cells by family (layout without fill, tap and decap cells):
family,count (synthesis),after routing,share of synthesized area
AND-OR/OR-AND,2,2,0.000655
XOR/XNOR,114,114,0.0663
buffers and inverters,226,433,0.102
flip-flops,322,322,0.631
other,0,3,0
AND/OR/NAND/NOR,456,456,0.200
power groups by stage:
stage	combinational [mW]	clock, mW	sequential [mW]
CTS	0.277	1.15	1.61
global route	0.295	1.20	1.62
finish	0.271	1.13	1.61
layout make-up:
type	count	share of cell area
clock inverter	15	0.00527
sequential	322	0.508
clock buffer	43	0.0477
antenna	3	0.000395
timing repair buffer	375	0.196
tap	390	0.0257
multi-input combinational	572	0.216
synth_stat cells (all sizes together):
cell / count / share of area
nand4bb: 2 / 0.0015
clkbuf: 48 / 0.012
nand4: 24 / 0.0098
and3b: 1 / 0.00057
nor2b: 2 / 0.00082
xnor2: 113 / 0.066
or4: 4 / 0.0025
a21oi: 2 / 0.00065
nand3: 8 / 0.0026
dfxtp: 2 / 0.0026
nor3b: 1 / 0.00082
nor2: 3 / 0.00074
buf: 178 / 0.089
and4: 80 / 0.046
and3: 1 / 0.00041
and2: 320 / 0.13
nor4: 4 / 0.0016
or2: 4 / 0.0016
nand2: 2 / 0.00049
edfxtp: 320 / 0.63
xor2: 1 / 0.00057
worst max-delay path: stages:
cell	delay (ns)
clkdlybuf4s50_1	0.66
xnor2_1	0.16
nand4_1	0.11
or4_4	0.53
a21oi_1	0.25
clkdlybuf4s50_1	0.50
sequential cells by signal, indices dropped and copies added, names as in the netlist:
signal,flops
evict_cntr,2
mem,320
final timing paths:
path	from	to	cells past startpoint	slack, ns
max	addrIn_d[1]	hit_ind_d[0]	6	3.91
min	evict_cntr[1]	evict_cntr[1]	2	0.51
max reg2reg	evict_cntr[0]	evict_cntr[1]	3	9.45
min reg2reg	evict_cntr[1]	evict_cntr[1]	2	0.51
per-layer routing:
metal | wire length [microns] | global-route usage | vias up | share of wire
met2 | 15800 | 0.344 | 348 | 0.48
met1 | 13500 | 0.368 | 4014 | 0.41
met4 | 484 | 0.0330 | 8 | 0.015
met3 | 3180 | 0.0819 | 45 | 0.096
met5 | 56 | 0 | - | 0.0017
li1 | - | - | 4127 | -
per-stage QoR:
step / cell area, sq um / util / instances / worst slack (ns) / total power [mW]
floorplan: 15300 / - / 1120 / 5.12 / 1.77
global placement: 18000 / 0.602 / 1659 / 3.92 / 1.91
detailed placement: 18000 / 0.602 / 1659 / 3.91 / 1.91
CTS: 19000 / 0.635 / 1717 / 3.91 / 3.04
global route: 19000 / 0.636 / 1718 / 3.84 / 3.12
finish: 19000 / 0.636 / 1720 / 3.91 / 3.01
Power and IR drop assume default switching activity.
