File: flow/run.sh
#!/bin/bash
# OpenROAD 26Q1-2900-gdf79404cd8, Yosys 0.63+post, stock flow scripts
make -C /OpenROAD-flow-scripts/flow DESIGN_CONFIG=/design/flow/config.mk WORK_HOME=/design/flow/orfs finish
File: flow/config.mk
export PLATFORM = sky130hd
export DESIGN_NAME = accelerator_control
export DESIGN_NICKNAME = accelerator_control
export VERILOG_FILES = /design/flow/design.v
export SDC_FILE = /design/flow/constraint.sdc
export NUM_CORES = 4
export LEC_CHECK = 1
export CORE_UTILIZATION = 30
File: flow/constraint.sdc
current_design accelerator_control

set clk_period 4.3
set clk_io_pct 0.2

create_clock -name clk0 -period $clk_period [get_ports {clk}]

set non_clock_inputs [all_inputs -no_clocks]
set_input_delay [expr $clk_period * $clk_io_pct] -clock clk0 $non_clock_inputs
set_output_delay [expr $clk_period * $clk_io_pct] -clock clk0 [all_outputs]
File: flow/design.v
module accelerator_control(clk, rst, control, address, data, pckeydata, pckeyaddr, startLC, dataToProc, dataToLC, levels, stop);
input clk, rst;
input[1:0] control; 
input[4:0] address; 
input[15:0] data; 
input[15:0] pckeydata; 
output reg[3:0] pckeyaddr;
output reg startLC;
output reg[15:0] dataToProc;
output reg[63:0] dataToLC;
output reg[2:0] levels; 
output reg stop;
reg [15:0] buffer [0:15]; 
localparam start = 2'b01;
localparam read = 2'b10;
localparam found =2'b11;
reg[2:0] state, nextstate;
localparam idle=3'b000;
localparam fillbuffer=3'b001;
localparam loadlevel=3'b010;
localparam sendback=3'b011;
localparam stopstate=3'b100;
always@(posedge clk, posedge rst)
	if (rst)
		state<=idle;
	else
		state<=nextstate;
reg inclevel;	
always@(posedge clk, posedge rst)
	if (rst)		
		levels<=3'b000;
	else if (inclevel ==1)
		levels<=levels+3'b001;
reg incbuff;
reg[4:0]buffcount;
always@(posedge clk, posedge rst)
	if(rst)
		buffcount<=0;
	else if(incbuff)
		buffcount<=buffcount+5'b00001;
always@(*) begin
startLC=0;
stop=0;
inclevel=0;
incbuff=0;
case(state)
	idle:	begin
		if(control==start)
			nextstate=fillbuffer;
		else if (control==found) begin
			stop=1;
			nextstate=stopstate;
		end
		else if (control == read) begin
			nextstate= sendback;
			pckeyaddr=address[3:0];
		end	
		else
			nextstate=idle;
	end
	fillbuffer: begin
		if(buffcount>5'b01111)
			nextstate=loadlevel;
		else begin
			buffer[address[3:0]]=data;
			nextstate=fillbuffer;
		end
		incbuff=1;
	end	
	loadlevel: begin
		if(levels>3'b011)
			nextstate=idle;	
		else begin
			startLC=1;
			dataToLC={buffer[{levels[1:0],2'b00}],buffer[{levels[1:0],2'b01}],buffer[{levels[1:0],2'b10}],buffer[{levels[1:0],2'b11}]};
			nextstate=loadlevel;
		end
		inclevel=1;
	end
	sendback: begin
		dataToProc=pckeydata;
		nextstate=idle;
	end
	stopstate: begin
		stop=1;
		nextstate=stopstate;
	end	
	default:
		nextstate=idle;
endcase
end
endmodule
==> CHANGELOG.md <==
### Changed

* Worst Path Max Fanout at 5
* Critical path startpoint category: primary input
* Ys cells at between 600 and 700
* Worst relative slew slack at 44.6%
* All-Layer GR Usage at 14.5%
* Area delta synth->final at 22.7%
* Top cell area share at ~64%
* Total power at approximately 0.70 mW
* RSZ-0062 raised after global routing: no
* Largest net degree at the start of global routing at 65
* Hold Path Stages at 1
* Number of global-route vias before repair at 4699
* Hold buffer count at CTS at 0
* Final wirelength at 18200 um
* Port buffer count at 128
* Detailed Place HPWL at approximately 12000 um
* CTS H-Tree Depth at 1
* Via count at 4889
* VDD IR max at 0.0964 mV
* Post-Route Skew at 0.00140 ns
* Synth Cell Area at 0.00754 mm^2
* Commonest Layout Cell: dlxtn_1
* Critical path's largest stage delay at 0.56 ns
* DR DRC count at 0
* Overflow after GRT at 0
* Slowest cell on crit path: clkdlybuf4s50_1
* Final hold violations at 0
* Endpoints left unconstrained at around 420
* Placer Congestion at 0.754
* DR vias/cell at 4.55
* Hold endpoint: state[1]
* Ports at roughly 130
* Worst EP required at 3.44 ns
* Antenna violations before repair at 0
* Clock slew at the register clock pins of the worst setup and hold paths at 0.04 ns
* Die H at 161 um
* Distinct lib cells at 30
* Least-Margin Pin Slew at a little over 0.8 ns
* CP cell instances: clkdlybuf4s50_1 > a31o_2 > clkdlybuf4s50_1
* Pwr dens at 75.8 mW/mm^2
* Width of the die at 161 um
* Setup crit end kind: output port
* TritonRoute pass-1 iters at 6
* Crit path buffers/inverters at 2
* Setup violators final at 0
* CP Data Arrival Time at 2.04 ns
* Top cells by area: dlxtn_1, mux2i_1, a222oi_1
* Share of layout cells above drive strength 1 at under 10%
* Core region area at ~0.024 mm^2
* HP Start: state[1]
* Register pins left without a clock at 340
* First-pass GRT wire length at 28000 um
* Clock root buffer: clkbuf_16
* R2R Path Start: levels[0]
* Worst R2R Path Depth at 5
* Final worst-path cycle share at between 60% and 70%
* Reg-to-reg critical path endpoint: state[2]
* Cell Rows at between 50 and 60
* Fmax at 0.345 GHz
* Synth flops at around 350
* Syn avg cell area at between 10 and 15 um^2
* Clock Latency Late Sink at 0.24 ns
* Most numerous logic cells after layout: dlxtn_1, clkdlybuf4s50_1, inv_1
* Synth area leader: dlxtn_1
* Post-route ant nets at 0
* Fin Setup TNS at 0 ns
* Most frequent CP cell: clkdlybuf4s50_1
* Post-CTS resize count at 0
* CTS max path bufs at 2
* Final min period at 2.90 ns
* # Post-CTS Setup Buffers at 0
* Final Max Tran Viols at 0
* Starting Density at between 30 and 40%
* Syn. warnings at 2
* 1st-iter DRT viols at 475
* Core Util, Final at a little under two fifths
* Full die area at 0.0258 mm^2
* Yosys chip area at 0.00754 mm^2
* Tool warnings at 29
* Kind of critical path: primary input to output port
* Hold Path Class: flop to flop
* CTS tree: yes
* Cells after Synth at 642
* Ant diodes at 0
* Max-cap violation count at 0
* Status: complete, no violations
* Total CTS buffers at 3
* Critical path's top delay family: buffers and inverters
* Leak at 4.74 nW
* Routed len/inst at around 17 um
* Minimum setup slack among reg-to-reg paths at 2.25 ns
-- per-stage QoR --
step	hold slack (ns)	instances	area, um^2	worst slack, ns
final	0.468	1074	9250	1.40
after global routing	0.478	1074	9250	1.34
after CTS	0.471	1074	9250	1.39
after detailed placement	0.462	1070	9170	1.40
after global placement	0.451	1070	9170	1.40
after floorplan	0.443	642	7540	0.117
-- final cells by class --
type / count / area [um^2]
clock buffer: 4 / 78.8
fill: 2358 / 15200
inverter: 73 / 274
multi-input combinational: 186 / 1740
sequential: 353 / 5430
tap: 324 / 405
timing repair buffer: 134 / 1330
-- layer usage --
| metal | part of all wire (%) | track usage (%) | routed length, um | vias to the layer above |
|---|---|---|---|---|
| met3 | 6.1 | 2.06 | 1110 | 8 |
| met1 | 45 | 21.7 | 8230 | 2324 |
| met4 | 0.42 | 0.649 | 77 | 0 |
| met2 | 48 | 24.1 | 8740 | 142 |
| met5 | 0 | 0 | 0 | - |
| li1 | - | - | - | 2415 |
-- sequential cells by signal (all words and copies together), names as in the netlist --
| name | cells |
|---|---|
| buffer | 256 |
| dataToLC | 64 |
| dataToProc | 16 |
| buffcount | 5 |
| state | 5 |
| pckeyaddr | 4 |
| levels | 3 |
-- Yosys cell counts --
| cell | number |
|---|---|
| a2111oi_4 | 1 |
| a211o_1 | 1 |
| a211oi_2 | 1 |
| a21oi_1 | 1 |
| a222oi_1 | 64 |
| a31o_2 | 2 |
| a41o_1 | 1 |
| and2_1 | 2 |
| and3_1 | 1 |
| buf_1 | 11 |
| buf_2 | 14 |
| clkbuf_1 | 5 |
| dfrtp_1 | 12 |
| dfstp_2 | 1 |
| dlxtn_1 | 324 |
| dlxtp_1 | 16 |
| ha_1 | 7 |
| inv_1 | 73 |
| mux2_2 | 1 |
| mux2i_1 | 66 |
| nand2_1 | 14 |
| nand4_1 | 9 |
| nor2_1 | 3 |
| nor2b_1 | 2 |
| nor3b_1 | 1 |
| o21ai_0 | 3 |
| o2bb2ai_1 | 1 |
| or2_2 | 1 |
| xnor2_1 | 2 |
| xor2_1 | 2 |
-- logic make-up (layout without fill, tap and decap cells) --
family / Yosys count / after routing / share of synthesized area, %
AND/OR/NAND/NOR: 33 / 33 / 2.19
flip-flops: 13 / 13 / 4.33
latches: 340 / 340 / 67.6
buffers and inverters: 103 / 211 / 5.36
XOR/XNOR: 4 / 4 / 0.465
multiplexers: 67 / 67 / 8.91
AND-OR/OR-AND: 75 / 75 / 9.89
adder cells (fa/ha/maj): 7 / 7 / 1.16
-- power breakdown --
group	internal, mW	leakage, nW	switching (mW)
registers	0.316	2.94	0.0402
clock network	0.125	0.0382	0.0493
logic	0.0995	1.76	0.0716
-- worst max-delay path by stage --
stage,cells after the start,startpoint,endpoint,slack [ns]
CTS,3,control[1],stop,1.39
global route,5,levels[0],startLC,1.34
finish,3,control[1],stop,1.40
Power and IR drop assume default switching activity.
